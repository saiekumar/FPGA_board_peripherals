==> /design/flow/design.v <==
`timescale 1ns / 10ps
module hex_to_decimal(
	CLK,
	RST,
	INP_VALID,
	INP_HEX_DATA,
	OUT_DEC_DATA
);
parameter	IDLE		=	3'b000;
parameter	FIRST_SHIFT	=	3'b001;
parameter	SHIFTING	=	3'b010;
parameter	DONE		=	3'b011;
input	CLK;
input	RST;
input	INP_VALID;
input	[15:0]	INP_HEX_DATA;
output	[15:0]	OUT_DEC_DATA;
wire 	CLK;
wire	RST;
wire	INP_VALID;
wire	[15:0]	INP_HEX_DATA;
reg	[15:0]	OUT_DEC_DATA;
reg	[3:0]	carry;
reg	[15:0]	local_dec_data;
reg	[15:0]	inp_data_reg;
reg	[15:0]	inp_conv_data;
reg	[2:0]	state;
reg	[3:0]	count;
always @(*)
begin
	if(inp_conv_data[3:0] > 4'h9)
	begin
		local_dec_data[3:0]	=	inp_conv_data[3:0]	+ 4'h6;
		carry[0]		=	1'b1;
	end
	else
	begin
		local_dec_data[3:0]	=	inp_conv_data[3:0];
		carry[0]		=	1'b0;
	end
	if(inp_conv_data[7:4] > 4'h9)
	begin
		local_dec_data[7:4]	=	inp_conv_data[7:4]	+ 4'h6 + {3'h0, carry[0]};
		carry[1]		=	1'b1;
	end
	else
	begin
		local_dec_data[7:4]	=	inp_conv_data[7:4]	+ {3'h0, carry[0]};
		carry[1]		=	1'b0;
	end
	if(inp_conv_data[11:8] > 4'h9)
	begin
		local_dec_data[11:8]	=	inp_conv_data[11:8]	+ 4'h6 + {3'h0, carry[1]};
		carry[2]		=	1'b1;
	end
	else
	begin
		local_dec_data[11:8]	=	inp_conv_data[11:8]	+ {3'h0, carry[1]};
		carry[2]		=	1'b0;
	end
	if(inp_conv_data[15:12] > 4'h9)
	begin
		local_dec_data[15:12]	=	inp_conv_data[15:12]	+ 4'h6 + {3'h0, carry[2]};
		carry[3]		=	1'b1;
	end
	else
	begin
		local_dec_data[15:12]	=	inp_conv_data[15:12]	+ {3'h0, carry[2]};
		carry[3]		=	1'b0;
	end
end
always @(posedge CLK or posedge RST)
begin
	if(RST)
	begin
		OUT_DEC_DATA	<=	16'h0000;
		inp_conv_data	<=	16'h0000;
		state		<=	3'b000;
		count		<=	4'h0;
	end
	else
	begin
		case(state)
			IDLE:
			begin
				if(INP_VALID)
					state		<=	FIRST_SHIFT;
				else
					state		<=	IDLE;
				count			<=	4'hF;
			end
			FIRST_SHIFT:
			begin
				if(INP_VALID)
					state		<=	FIRST_SHIFT;
				else
				begin
					inp_conv_data	<=	{13'h0, inp_data_reg[15:13]};		
					count		<=	4'hC;
					state		<=	SHIFTING;
				end
			end
			SHIFTING:
			begin
				if(INP_VALID)
					state		<=	FIRST_SHIFT;
				else
				begin
					inp_conv_data	<=	{local_dec_data[14:0], inp_data_reg[count]};		
					count		<=	count - 4'h1;
					if(count	==	0)
						state	<=	DONE;
					else
						state	<=	SHIFTING;
				end
			end
			DONE:
			begin
				OUT_DEC_DATA		<=	local_dec_data;
				if(INP_VALID)
					state		<=	FIRST_SHIFT;
				else
					state		<=	IDLE;
			end
			default:	state		<=	IDLE;
		endcase
	end
end
always @(posedge CLK or posedge RST)
begin
	if(RST)
	begin
		inp_data_reg	<=	16'h0000;
	end
	else
	begin
		if(INP_VALID)
			inp_data_reg	<=	INP_HEX_DATA;
		else
			inp_data_reg	<=	inp_data_reg;
	end
end
endmodule
`timescale 1ns / 10ps
module seven_segment_display(
	CLK,
	RST,
	INP_MODE,
	OUT_SEG_DISP
);
parameter 	IDLE		=	3'b000;
parameter	ADD_DELAY	=	3'b111;
parameter	FIRST_SEG	=	3'b001;
parameter	SCND_SEG	=	3'b010;
parameter	THRD_SEG	=	3'b011;
parameter	FRTH_SEG	=	3'b100;
input	CLK;
input	RST;
input	[01:0]	INP_MODE;
output	[11:0]	OUT_SEG_DISP;
wire 	CLK;
wire	RST;
wire	[01:0]	INP_MODE;
reg	[11:0]	OUT_SEG_DISP;
reg	[5:0]	ip_freq_counter;
reg	[9:0]	micro_sec_counter;
reg	[9:0]	milli_sec_counter;
reg	[9:0]	sec_counter;
wire	[15:0]	hex_counter;
reg	[15:0]	hex_counter_temp;
reg	[19:0]	four_ms_counter;
reg	[2:0]	seg_state;
reg	[2:0]	prev_state;
reg		sec_ctr_valid;
always @(posedge CLK or posedge RST)
begin
	if(RST)
	begin
		ip_freq_counter		<=	6'h0;
		micro_sec_counter	<=	10'h0;
		milli_sec_counter	<=	10'h0;
		sec_counter		<=	10'h0;
		sec_ctr_valid		<=	1'b0;
	end
	else
	begin
		sec_ctr_valid		<=	1'b0;
		ip_freq_counter		<=	ip_freq_counter		+	6'h1;
		if(ip_freq_counter 	==	6'd50)
		begin
			ip_freq_counter		<=	6'h0;
			micro_sec_counter	<=	micro_sec_counter	+	10'h1;
			if(micro_sec_counter	==	10'd1000)
			begin
				micro_sec_counter	<=	10'h0;
				milli_sec_counter	<=	milli_sec_counter	+	10'h1;
				if(milli_sec_counter	==	10'd1000)
				begin
					milli_sec_counter	<=	10'h0;	
					sec_counter		<=	sec_counter	+	10'h1;
					sec_ctr_valid		<=	1'b1;
				end
			end
		end
	end
end
hex_to_decimal		dec_conv(
				.CLK(CLK),
				.RST(RST),
				.INP_VALID(sec_ctr_valid),
				.INP_HEX_DATA(sec_counter),
				.OUT_DEC_DATA(hex_counter)
				);
always @(posedge CLK or posedge RST)
begin
	if(RST)
	begin
		OUT_SEG_DISP	=	12'h000;
		seg_state	=	IDLE;
		prev_state	=	IDLE;
		hex_counter_temp=	16'hFFFF;
		four_ms_counter	=	20'h0;
	end
	else
	begin
		case(seg_state)
			IDLE:
			begin
				if(hex_counter_temp	!=	hex_counter)
				begin
					seg_state		=	FIRST_SEG;
					hex_counter_temp	=	hex_counter;
				end
				else
					seg_state		=	FIRST_SEG;
			end
			ADD_DELAY:
			begin
				if(four_ms_counter	==	20'd200000)
				begin
					four_ms_counter	=	20'h0;
					if(prev_state	==	FIRST_SEG)
						seg_state	=	SCND_SEG;
					else if(prev_state	==	SCND_SEG)
						seg_state	=	THRD_SEG;
					else if(prev_state	==	THRD_SEG)
						seg_state	=	FRTH_SEG;
					else if(prev_state	==	FRTH_SEG)
						seg_state	=	IDLE;
					else
						seg_state	=	IDLE;
				end
				else
				begin
					four_ms_counter	=	four_ms_counter	+ 20'h1;
				end
			end
			FIRST_SEG:
			begin
				OUT_SEG_DISP	=	{segment_value(hex_counter[03:00]),4'hE};	
				prev_state	=	FIRST_SEG;
				seg_state	=	ADD_DELAY;
			end
			SCND_SEG:
			begin
				OUT_SEG_DISP	=	{segment_value(hex_counter[07:04]),4'hD};	
				prev_state	=	SCND_SEG;
				seg_state	=	ADD_DELAY;
			end
			THRD_SEG:
			begin
				OUT_SEG_DISP	=	{segment_value(hex_counter[11:08]),4'hB};	
				prev_state	=	THRD_SEG;
				seg_state	=	ADD_DELAY;
			end
			FRTH_SEG:
			begin
				OUT_SEG_DISP	=	{segment_value(hex_counter[15:12]),4'h7};	
				prev_state	=	FRTH_SEG;
				seg_state	=	ADD_DELAY;
			end
		endcase
	end
end
function [7:0] segment_value(input [3:0] hex_input);
	case(hex_input)
	4'h0: 	segment_value	=	8'hC0;
	4'h1:	segment_value	=	8'hF9;
	4'h2:	segment_value	=	8'hA4;
	4'h3:	segment_value	=	8'hB0;
	4'h4:	segment_value	=	8'h99;
	4'h5:	segment_value	=	8'h92;
	4'h6:	segment_value	=	8'h82;
	4'h7:	segment_value	=	8'hF8;
	4'h8:	segment_value	=	8'h80;
	4'h9:	segment_value	=	8'h90;
	4'hA:	segment_value	=	8'h08;
	4'hB:	segment_value	=	8'h00;
	4'hC:	segment_value	=	8'h46;
	4'hD:	segment_value	=	8'h40;
	4'hE:	segment_value	=	8'h06;
	4'hF:	segment_value	=	8'h0E;
	endcase
endfunction
endmodule
==> /design/flow/run.sh <==
#!/bin/bash
# OpenROAD 26Q1-2900-gdf79404cd8, Yosys 0.63+post, stock flow scripts
make -C /OpenROAD-flow-scripts/flow DESIGN_CONFIG=/design/flow/config.mk WORK_HOME=/design/flow/orfs finish
==> /design/flow/config.mk <==
export PLATFORM = sky130hd
export DESIGN_NAME = seven_segment_display
export DESIGN_NICKNAME = seven_segment_display
export VERILOG_FILES = /design/flow/design.v
export SDC_FILE = /design/flow/constraint.sdc
export NUM_CORES = 4
export LEC_CHECK = 1
export CORE_UTILIZATION = 40
==> /design/flow/constraint.sdc <==
current_design seven_segment_display

set clk_period 4.0
set clk_io_pct 0.2

create_clock -name clk0 -period $clk_period [get_ports {CLK}]

set non_clock_inputs [all_inputs -no_clocks]
set_input_delay [expr $clk_period * $clk_io_pct] -clock clk0 $non_clock_inputs
set_output_delay [expr $clk_period * $clk_io_pct] -clock clk0 [all_outputs]
==> impl_metrics.yaml <==
# implementation run metrics
synth:
  ys_sh_aoi_pct: 10.9
  syn_area_um2: 7090
  avgSynthCellArea_um2: 10.0
  ys_ff: 128
  yosysUniqueCellTypes: 59
  synthArstFlopShare_pct: 100
  ys_area_um2: 7090
  yosys_most_used_dff: "dfrtp_1"
  syn_inst: 708
  top_logic_kind: "simple AND/OR/NAND/NOR gates"
  synth_warnings: 3
  mux_share_pct: 6.09
  synthAdderAreaFrac_pct: 8.65
  yosys.stat.seqShare_pct: 45.2
  edf_count: 0
  synth-simple-area-share_pct: 19.9
  yosys_cells: 708
  xor_share_pct: 4.82
grt:
  grt-busiest-layer: "met1"
  grt_max_degree: 129
  grt_pass1_vias: 4869
  antenna_found_initial: 0
  use_met3_pct: 2.98
  grtUsageMet2_pct: 24.7
  grt_pass1_wl_mm: 23.5
  grt-ovfl-total: 0
  grt_use_met1_pct: 25.6
  track_usage_pct: 16.2
placement:
  gp_congestion: 0.945
  io_buffer_count: 13
  dp.cells: 920
  dp_hpwl_mm: 8.86
  placedInstanceArea_um2: 7410
cells_and_area:
  lay_top_count: "dfrtp_1"
  final_cells: 952
  fill_cells: 1526
  area_delta_synth_final_pct: 12.8
  mostFrequentLayoutCells: "dfrtp_1 (126), nor2_1 (63), ha_1 (49)"
  largest_register_ffs: 20
  drive_gt1_share_pct: 10.3
  design_area_um2: 8000
job:
  cap_violations: 0
  warnings: 61
power:
  power_density_nw_per_um2: 354
  leakage_nw: 3.52
  ir_worst_vdd_mv: 0.306
  power_mw: 2.83
cts:
  clock.latency.late_pin_ns: 0.41
  clock-sinks: 128
  hold_buffers: 0
  clockBufferDepth: 2
  clkTransAtPathRegs_ns: 0.07
  ctsHtreeMaxLevel: 4
  cts_setup_buffers: 0
  cts_resized: 0
  cts_tree: "done"
  cts-root-buf: "clkbuf_16"
  cts_buffers: 17
route:
  diodes: 0
  wl_per_cell_um: 14.0
  wl_mm: 13.3
  vias: 5114
  dr.pass1.iters: 4
  antenna_left: 0
  vias_per_cell: 5.37
  drc: 0
  first_iter_violations: 285
setup_path:
  critical_path_class: "flip-flop to flip-flop"
  crit_arrival_ns: 2.63
  regToRegSetupSlack_ns: 1.67
  r2r-end: "dec_conv.OUT_DEC_DATA[14]"
  critPathLaunchType: "flip-flop"
  cp.required_ns: 4.30
  crit_path_max_fanout: 6
  reg2reg_from: "dec_conv.inp_conv_data[9]"
  worstRegToRegCells: 8
  endpoint_kind: "flip-flop"
worst_hold_path:
  hp-class: "flip-flop to flip-flop"
  holdPathEnd: "seg_state[3]"
  holdPathStages: 0
  min-delay-start: "seg_state[0]"
die:
  chipArea_um2: 18300
  fp.dieW_um: 135
  fp_util_pct: 41.0
  ios: 16
  placeableCoreArea_um2: 17300
  rows: 48
  die_y_um: 135
final_timing:
  drv_slew: 0
  rsz0062_at_grt: "false"
  hold_viol: 0
  worst-slew-pin-transition_ns: 0.835
  relSlewSlack_pct: 43.8
  fin_skew_ns: 0.00677
  period_minus_slack_ns: 2.33
  tns_ns: 0
  final.period_utilization_pct: 58.2
  max_clock_freq_mhz: 430
  setup-violations-final: 0
outcome:
  status: "completed"
[cells in the mapped netlist (5+ instances only)]
library cell | number | area (um2)
a21oi_1 | 37 | 185
a22o_1 | 8 | 70.1
and3_1 | 7 | 43.8
clkbuf_1 | 26 | 97.6
dfrtp_1 | 126 | 3150
ha_1 | 49 | 613
inv_1 | 46 | 173
mux2_2 | 15 | 169
mux2i_1 | 15 | 150
mux4_2 | 5 | 113
nand2_1 | 43 | 161
nand2b_1 | 11 | 68.8
nand3_1 | 28 | 140
nand4_1 | 14 | 87.6
nand4b_1 | 7 | 61.3
nor2_1 | 63 | 236
nor2b_1 | 13 | 81.3
nor3_1 | 18 | 90.1
nor4_1 | 6 | 37.5
o211ai_1 | 5 | 37.5
o21ai_0 | 34 | 170
o31ai_1 | 6 | 45.0
or3_1 | 9 | 56.3
or4_1 | 5 | 37.5
xnor2_1 | 24 | 210
xor2_1 | 15 | 131
[metal layers]
metal	wire length, um	vias to the layer above
met2	5930	92
met3	483	17
li1	-	2528
met1	6710	2477
met4	210	0
met5	0	-
[worst max-delay path, stage by stage, from the launching register on]
cell and delay, ns:
dfrtp_1 0.44, o21ai_0 0.50, inv_1 0.11, ha_1 0.24, ha_1 0.21, or3_1 0.30, o21ai_0 0.07, a21oi_1 0.08
mux2_2 0.28
[cell families after synthesis]
| kind of cell | after synthesis |
|---|---|
| AOI/OAI and AO/OA | 123 |
| xor gates and xnor gates | 39 |
| adders and majority gates | 49 |
| buffers and inverters | 77 |
| DFF | 128 |
| muxes | 35 |
| and+or+nand+nor | 257 |
[worst max path at each step]
stage / startpoint / to / slack (ns) / depth (start not counted)
after CTS: dec_conv.inp_conv_data[9] / dec_conv.OUT_DEC_DATA[14] / 1.69 / 8
after global routing: dec_conv.inp_conv_data[9] / dec_conv.OUT_DEC_DATA[14] / 1.54 / 8
final: dec_conv.inp_conv_data[9] / dec_conv.OUT_DEC_DATA[14] / 1.67 / 8
[through the flow]
step | setup slack, ns | hold slack [ns] | utilization (%)
after CTS | 1.69 | 0.391 | 46.2
after global placement | 1.81 | 0.381 | 42.9
after detailed placement | 1.70 | 0.381 | 42.9
after global routing | 1.54 | 0.402 | 46.2
final | 1.67 | 0.390 | 46.2
after floorplan | 1.62 | 0.352 | -
[power breakdown]
| group | switching (mW) | internal [mW] |
|---|---|---|
| clock | 0.667 | 0.843 |
| combinational | 0.0246 | 0.00308 |
| sequential | 0 | 1.29 |
| total | 0.691 | 2.14 |
[area by class of cell]
cell class / instances / area, um2 / share of cell area (%)
repair buffers: 18 / 180 / 2.25
inverters: 46 / 176 / 2.21
flip-flops and latches: 128 / 3210 / 40.1
well taps: 225 / 282 / 3.52
clock inverters: 15 / 159 / 1.99
multi-input cells: 503 / 3570 / 44.6
clock buffers: 17 / 425 / 5.32
Power figures rest on the tool's default switching activity, not on a simulated workload.
